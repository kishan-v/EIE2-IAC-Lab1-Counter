==> design.v <==
module counter #(
    parameter WIDTH = 8
)(
    input   logic               clk,  
    input   logic               rst,  
    input   logic               en,   
    output  logic [WIDTH-1:0]   count
);
always_ff @ (posedge clk)
    if (rst) count <= {WIDTH{1'b0}};
    else    count <= count + {{WIDTH-1{1'b0}}, en};
endmodule
module bin2bcd (
    input  logic [ 7:0] x,    
    output logic [11:0] BCD   
);
  logic [19:0] result;   
  integer i;
  always_comb begin
    result[19:0] = 0;
    result[7:0]  = x;   
    for (i = 0; i < 8; i = i + 1) begin
      if (result[11:8] >= 5) result[11:8] = result[11:8] + 4'd3;
      if (result[15:12] >= 5) result[15:12] = result[15:12] + 4'd3;
      result = result << 1;
    end
    BCD = result[19:8];
  end
endmodule
module top #(
    parameter WIDTH = 8
) (
    input  logic        clk,   
    input  logic        rst,   
    input  logic        en,    
    output logic [11:0] bcd    
);
  logic [WIDTH-1:0] count;   
  counter myCounter (
      .clk(clk),
      .rst(rst),
      .en(en),
      .count(count)
  );
  bin2bcd myDecoder (
      .x  (count),
      .BCD(bcd)
  );
endmodule
==> run.sh <==
#!/bin/bash
# OpenROAD 26Q1-2900-gdf79404cd8, Yosys 0.63+post, stock flow scripts
make -C /OpenROAD-flow-scripts/flow DESIGN_CONFIG=/design/flow/config.mk WORK_HOME=/design/flow/orfs finish
==> config.mk <==
export PLATFORM = sky130hd
export DESIGN_NAME = top
export DESIGN_NICKNAME = top
export VERILOG_FILES = /design/flow/design.v
export SDC_FILE = /design/flow/constraint.sdc
export NUM_CORES = 4
export LEC_CHECK = 1
export CORE_AREA = 10 10 71 71
export DIE_AREA = 0 0 81 81
==> constraint.sdc <==
current_design top

set clk_period 6.7
set clk_io_pct 0.2

create_clock -name clk0 -period $clk_period [get_ports {clk}]

set non_clock_inputs [all_inputs -no_clocks]
set_input_delay [expr $clk_period * $clk_io_pct] -clock clk0 $non_clock_inputs
set_output_delay [expr $clk_period * $clk_io_pct] -clock clk0 [all_outputs]
==> run notes <==
Quick summary of the implementation run below.

The number of routed nets with antenna violations is 0. The reported leakage power is 0.644 nW. Detailed-route iteration 0 reported a violation count of 84. The core region area is 3630 µm². Headroom to the max-slew limit came out at 63.1%. The site row count is 22. The clock slew at the register clock pins of the worst setup and hold paths came out at 0.04 ns. The die height is 81 µm. The kind of critical path is flip-flop to output pin. Counting the buffers created by CTS gives 3. The total die size came out at 6560 µm². The instance count of the mapped netlist came out at 167. The number of standard cells reported by yosys came out at 167. Entering global routing, the biggest net connects 19 pins. The Yosys warning count is 2. Per the detail_route report, DRC violations left total 0. The run finished with clean final reports. For this run, asynchronously set or reset flops after synthesis account for 0%. The commonest register cell is sky130_fd_sc_hd__dfxtp_1. The number of I/O port buffers is 12.

The largest registers in the layout are myCounter.count (8). Hold repair after CTS inserted 0 buffers. The nature of the critical path startpoint is a flip-flop. Per Yosys stat, the portion of area used by sequential elements is 13.0%. The first TritonRoute pass finished after 4 iterations. The share of the clock period used by the worst path after layout is 93.4%. Per the detail_route report, the via count comes to 1191.

The synthesized flop and latch total came out at 8. The width of the die is 81 µm. TritonCTS built the clock tree. VDD sags by at most 0.000126 V. Global routing finished with a remaining overflow of 0. The wire length of the first global-routing pass is 4720 µm. The data required time at the worst endpoint came out at 5.36 ns. The total global-route track usage came out at 8.45%. 0 antenna diodes ended up in the layout. The routed wire length came out at 2660 µm. The critical path capture point type is an output pin.

As reported, the later end of the worst-skew pair has a clock insertion delay of 0.22 ns. The register with the most flip-flops in the layout has 8 of them. The ratio of cells with drive above 1 in the final layout came out at 14.2%. The average via count per standard cell is 5.16. The total number of H-tree levels came out at 1.

The maximum clock frequency is 160 MHz. After layout, the setup clock skew is reported as 0.000651 ns. The core utilization at floorplan is 33.9%. The final routed wire length divided by cell count is 11.5 µm.

The critical path arrival is 4.91 ns. The final-report max-slew violation count came out at 0. The number of buffers on the longest clock path came out at 2. The number of violations of the max-capacitance limit came out at 0. The number of hold violations in the final report came out at 0. The utilization of the core after routing is 41.4%. In this run the count of I/O pins placed on the die edge is 15. The time the final worst path needs with I/O delays and setup is 6.25 ns. Relative to the synthesized area, the layout overhead comes to 22.3%. The final setup violation count came out at 0.

The placer's final routability congestion estimate is 0.854. The report shows a maximum critical-path fanout of 9. Each instance of the synthesized netlist takes up on average 7.37 µm². The slew of the pin with the lowest slew margin is 0.553 ns. Ranked by flip-flop count, first place goes to myCounter.count.

The kind of path behind the tightest hold check is flip-flop to flip-flop. Overall power consumption after layout is estimated at 115 µW. For this run the detailed placement stage logged an HPWL of 2120 µm. The number of warnings the tools reported came out at 29.

The number of different library cells used by synthesis comes to 53. The yosys synthesis chip area is 1230 µm². The initial antenna violation count came to 0.

The synthesized design contains 0 enable-type register cells. The tree is rooted in a sky130_fd_sc_hd__clkbuf_8. Dividing total power by cell area gives a power density of 76.6 nW/µm². The clock sink total came out at 8. The via count of the first global-routing pass came to 1069.

The synthesized netlist occupies a cell area of 1230 µm².
## cells in the mapped netlist, types with 4 or more instances
master | count | area share, %
sky130_fd_sc_hd__nor2_1 | 22 | 6.7
sky130_fd_sc_hd__nor2b_1 | 5 | 2.5
sky130_fd_sc_hd__nor3_1 | 6 | 2.4
sky130_fd_sc_hd__inv_1 | 9 | 2.7
sky130_fd_sc_hd__nand3_1 | 5 | 2.0
sky130_fd_sc_hd__mux2i_1 | 4 | 3.3
sky130_fd_sc_hd__a21oi_1 | 10 | 4.1
sky130_fd_sc_hd__nand2_1 | 12 | 3.7
sky130_fd_sc_hd__o21ai_1 | 4 | 1.6
sky130_fd_sc_hd__o21ai_0 | 4 | 1.6
sky130_fd_sc_hd__xnor2_1 | 7 | 5.0
sky130_fd_sc_hd__dfxtp_1 | 8 | 13
sky130_fd_sc_hd__ha_1 | 12 | 12
sky130_fd_sc_hd__a21o_1 | 4 | 2.4
## per-layer routing
metal  wire [µm]  up-vias  global-route usage [%]  part of all wire, %
met4          12        0                   0.519                 0.45
met5           0        -                       0                    0
met3         131        2                    1.67                  4.9
met2        1160       12                    13.0                   44
li1            -      654                       -                    -
met1        1360      523                    12.5                   51
## where the power goes
part           switching (mW)  internal, mW
registers             0.00209        0.0492
logic                 0.00317       0.00596
clock network          0.0163        0.0387
total                  0.0215        0.0938
## per-stage QoR
stage | instances | worst slack [ns] | hold WS, ns | cell area [µm²] | TNS (ns)
3_5_place_dp | 228 | 0.280 | 0.578 | 1430 | 0
3_3_place_gp | 228 | 0.312 | 0.570 | 1430 | 0
2_1_floorplan | 168 | 0.976 | 0.548 | 1230 | 0
6_report | 231 | 0.445 | 0.579 | 1510 | 0
5_1_grt | 231 | -0.0148 | 0.674 | 1510 | -0.0321
4_1_cts | 231 | 0.0339 | 0.587 | 1470 | 0
## cell families after synthesis
family                   after synthesis  synth area share, %
AND/OR/NAND/NOR                       66                 26.7
AND-OR/OR-AND                         48                 28.4
buffers and inverters                 16                 6.00
adder cells (fa/ha/maj)               12                 12.2
XOR/XNOR                               8                 5.69
multiplexers                           8                 7.72
flip-flops                             8                 13.0
other                                  1                0.305
## cell usage in the layout, fill, tap and decap left out, types with 5 or more instances in the layout
cell type                         instances
sky130_fd_sc_hd__nor2_1                  22
sky130_fd_sc_hd__nand2_1                 12
sky130_fd_sc_hd__clkdlybuf4s50_1         12
sky130_fd_sc_hd__ha_1                    11
sky130_fd_sc_hd__inv_1                    9
sky130_fd_sc_hd__a21oi_1                  8
sky130_fd_sc_hd__dfxtp_1                  8
sky130_fd_sc_hd__buf_4                    7
sky130_fd_sc_hd__xnor2_1                  6
sky130_fd_sc_hd__nor3_1                   6
sky130_fd_sc_hd__o21ai_1                  5
sky130_fd_sc_hd__nand3_1                  5
## path summary, 6_finish.rpt
path | start | to | slack, ns | cells past startpoint
max reg2reg | myCounter.count[2]$_SDFF_PP0_ | myCounter.count[7]$_SDFF_PP0_ | 5.09 | 5
max | myCounter.count[5]$_SDFF_PP0_ | bcd[3] | 0.45 | 21
min | myCounter.count[0]$_SDFF_PP0_ | myCounter.count[0]$_SDFF_PP0_ | 0.58 | 2
min reg2reg | myCounter.count[0]$_SDFF_PP0_ | myCounter.count[0]$_SDFF_PP0_ | 0.58 | 2
## layout make-up
cell class	instances	area, µm²
flip-flops and latches	8	160
clock buffers	3	41.3
repair buffers	19	173
well taps	48	60.1
multi-input cells	144	1040
fillers	374	2130
inverters	9	33.8
## worst max-delay path, stage by stage, from the launching register on
cell,delay (ns)
sky130_fd_sc_hd__dfxtp_1,0.32
sky130_fd_sc_hd__inv_1,0.09
sky130_fd_sc_hd__ha_1,0.20
sky130_fd_sc_hd__inv_1,0.05
sky130_fd_sc_hd__ha_1,0.25
sky130_fd_sc_hd__a21oi_2,0.08
sky130_fd_sc_hd__xnor2_2,0.25
sky130_fd_sc_hd__ha_4,0.21
sky130_fd_sc_hd__nor2b_2,0.18
sky130_fd_sc_hd__o21ai_0,0.14
sky130_fd_sc_hd__a21oi_2,0.22
sky130_fd_sc_hd__xnor2_1,0.12
sky130_fd_sc_hd__ha_1,0.21
sky130_fd_sc_hd__nand2b_1,0.17
sky130_fd_sc_hd__a2111oi_2,0.35
sky130_fd_sc_hd__mux2_4,0.24
sky130_fd_sc_hd__nor2_1,0.05
sky130_fd_sc_hd__a221o_1,0.41
sky130_fd_sc_hd__and3_1,0.24
sky130_fd_sc_hd__o32a_1,0.32
sky130_fd_sc_hd__o22ai_1,0.13
sky130_fd_sc_hd__clkdlybuf4s50_1,0.48
## what timing repair did
action	in CTS	in global routing
setup endpoints to repair	0	8
resized	0	9
buffers inserted	0	0
No activity file was given, so power comes from the tool's default toggle rates.
