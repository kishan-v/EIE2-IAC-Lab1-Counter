[./design.v]
module counter_challenge #(
    parameter WIDTH = 8
)(
    input   logic               clk,  
    input   logic               rst,  
    input   logic               en,   
    output  logic [WIDTH-1:0]   count
);
always_ff @ (posedge clk or posedge rst)
    if (rst) count <= {WIDTH{1'b0}};
    else    count <= count + {{WIDTH-1{1'b0}}, en}; 
endmodule
[./run.sh]
#!/bin/bash
# OpenROAD 26Q1-2900-gdf79404cd8, Yosys 0.63+post, stock flow scripts
make -C /OpenROAD-flow-scripts/flow DESIGN_CONFIG=/design/flow/config.mk WORK_HOME=/design/flow/orfs finish
[./config.mk]
export PLATFORM = sky130hd
export DESIGN_NAME = counter_challenge
export DESIGN_NICKNAME = counter_challenge
export VERILOG_FILES = /design/flow/design.v
export SDC_FILE = /design/flow/constraint.sdc
export NUM_CORES = 4
export LEC_CHECK = 1
export CORE_AREA = 10 10 70 70
export DIE_AREA = 0 0 80 80
[./constraint.sdc]
current_design counter_challenge

set clk_period 2.3
set clk_io_pct 0.2

create_clock -name clk0 -period $clk_period [get_ports {clk}]

set non_clock_inputs [all_inputs -no_clocks]
set_input_delay [expr $clk_period * $clk_io_pct] -clock clk0 $non_clock_inputs
set_output_delay [expr $clk_period * $clk_io_pct] -clock clk0 [all_outputs]
==> results.cfg <==
; physical design summary
[drt]
first_pass_drt_iterations = 3
vias = 218
detailedRoute.firstIterationViolations = 13
post-route-drc-count = 0
routed_via_count_divided_by_cell_count = 2.60
postRouteAntennaNets = 0
num_antenna_cells = 0
detail_route.wl_per_cell_um = 8.30
route.final.wire_length_um = 697

[clocking]
post_cts.repair.setup_buffers = 0
cts.htree.levels = 1
clkTransAtPathRegs_ps = 50
numCtsBuffers = 3
cts-resized-gates = 0
cts_tree = done
clock-root-buffer = clkbuf_4
clk_path_buf_depth = 2
number_of_buffers_inserted_by_hold_repair_at_cts = 0
clk-insertion-delay-late_ps = 250
clock_sinks = 8

[run]
warning_count = 25
maxCapViolations = 0

[worst_setup_path]
crit_type = flop to output pin
r2r-end = count[7]
crit_path_max_fo = 5
worstRegToRegCells = 4
cell_chain_of_the_critical_path = clkdlybuf4s50_1
critPathSlowestCell = clkdlybuf4s50_1
reg2reg_setup_slack_ps = 1170
crit_arrival_ps = 1210
timing.rr.start = count[0]
crit_family = buffers and inverters
crit_path_required_time_ps = 1840
critPathLaunchType = flop
critPathBufInv = 1
end_kind = output pin
cpPeakStageDelay_ps = 510

[place]
placed_cells_incl_taps = 81
pre_cts_slack_ps = 594
dpl-instance-area_sq_um = 487
place.port_buffers = 10
routabilityCongestion = 0.694

[sta]
report.final.hold_viol_count = 0
setup_ws_ps = 631
finalWorstPathRequiredPeriod_ps = 1670
min_period_over_period_pct = 72.6
max_slew_margin_pct = 80.4
rsz0062_at_grt = no
tightest_slew_ps = 293
clock-skew-final_ps = 2.30
timing_max_transition_violations_final = 0
timing.setup.tns_ps = 0
max_clock_freq_mhz = 599
finalSetupViolations = 0

[synthesis]
muxShareOfSynthArea_pct = 0
yosysSeqAreaShare_pct = 60.8
synthesis.instances = 25
synth.ff_latch_count = 8
xor_area_share_pct = 16.0
synth.distinct_cells = 11
synth_chip_area_sq_um = 329
synth_warnings = 1
aoi_share_pct = 0
topCombFamilyByArea = XOR/XNOR gates
mean_instance_size_in_the_synthesized_netlist_sq_um = 13.2
synth.cellmix.adderShare_pct = 7.60
area_of_the_mapped_netlist_sq_um = 329
yosys.area_share.simple_pct = 14.4
synth.yosys.num_cells = 25

[final_layout]
final_area_sq_um = 509
biggestRegsByFlops = count: 8 flops
final_common_cell = clkdlybuf4s50_1
largest_register_ff_count = 8
final_cell_count_no_fill = 84
layout-drive-gt1-share_pct = 13.2
finish.utilization_pct = 14.9
area.growth.synth_to_final_pct = 54.8
mostFrequentLayoutCells = clkdlybuf4s50_1, dfrtp_1, xor2_1, xnor2_1, clkbuf_4
largest_register = count

[pwr]
total_leakage_power_nw = 0.214
power-per-cell-area_nw_per_um2 = 1100
irDropWorstVdd_uv = 629

[min_path]
worstHoldPathType = input port to async pin

[floorplan]
io_pins = 11
die_area_sq_um = 6400
die_h_um = 80
rows = 21
floorplan.core_util_pct = 9.63
core-area_sq_um = 3420
floorplan.die.width_um = 80

[grt]
grt_max_degree = 9
initial_antenna_violation_count = 0
globalRouteTotalUtil_pct = 2.47
first_global_vias = 240
grt_pass1_wl_um = 1200
grt_overflow = 0

[run_status]
status = complete, no violations
## how the worst max path moves through the flow
stage | from | endpoint | cells after the start
4_1_cts | count[2] | count[2] | 1
5_1_grt | count[2] | count[2] | 1
6_report | count[2] | count[2] | 1
## routing by layer
layer	part of all wire, %	vias up	routed length (um)	track usage (%)
met5	0	-	0	0
met4	0	0	0	0.528
met3	15	0	102	2.39
met2	33	13	230	2.41
met1	52	98	365	3.52
li1	-	107	-	-
## kinds of logic after synthesis
family	count (synthesis)
XOR/XNOR	6
adder cells (fa/ha/maj)	2
buffers and inverters	1
flip-flops	8
AND/OR/NAND/NOR	8
## area by class of cell
class	count	area [sq um]
multi-input cells	16	125
fillers	389	2910
inverters	1	3.75
flip-flops and latches	8	200
clock buffers	3	22.5
repair buffers	10	100
well taps	46	57.6
## synthesized netlist by cell type
cell type,instances,area (sq um)
inv_1,1,3.75
xnor2_1,3,26.3
ha_1,2,25.0
nor2_1,1,3.75
nor3_2,1,10.0
nand3_2,1,10.0
and3_1,1,6.26
xor2_1,3,26.3
dfrtp_1,8,200
nand2_1,2,7.51
nand3_1,2,10.0
## power breakdown
group	switching (mW)	internal, mW	leakage [nW]
combinational	0.0501	0.137	0.100
clock	0.0458	0.0596	0.0138
sequential	0.0658	0.200	0.0999
total	0.162	0.397	0.214
## per-stage QoR
| step | total power [mW] | hold WS [ps] |
|---|---|---|
| 4_1_cts | 0.574 | 456 |
| 6_report | 0.559 | 454 |
| 3_3_place_gp | 0.456 | 463 |
| 5_1_grt | 0.618 | 470 |
| 3_5_place_dp | 0.461 | 461 |
| 2_1_floorplan | 0.314 | 276 |
Power and IR drop assume default switching activity.
